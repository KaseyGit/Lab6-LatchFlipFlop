==> design.v <==
`timescale 1ns / 1ps
module debouncer(input raw, clk, output reg clean);
	wire TC;  
	reg[2:0] counter;  
	always @ (posedge clk) begin
		if (~raw) counter <= 3'b000;
		else counter <= counter + 3'b1;
	end
	assign TC = (counter == 3'b111);
	always @ (posedge clk) begin
		if (~raw) clean <= 1'b0;
		else if (TC) clean <= 1'b1;
	end
endmodule
==> config.mk <==
export PLATFORM = sky130hd
export DESIGN_NAME = debouncer
export DESIGN_NICKNAME = debouncer
export VERILOG_FILES = /design/flow/design.v
export SDC_FILE = /design/flow/constraint.sdc
export NUM_CORES = 4
export LEC_CHECK = 1
export CORE_AREA = 10 10 70 70
export DIE_AREA = 0 0 80 80
==> run.sh <==
#!/bin/bash
# OpenROAD 26Q1-2900-gdf79404cd8, Yosys 0.63+post, stock flow scripts
make -C /OpenROAD-flow-scripts/flow DESIGN_CONFIG=/design/flow/config.mk WORK_HOME=/design/flow/orfs finish
==> constraint.sdc <==
current_design debouncer

set clk_period 1.0
set clk_io_pct 0.2

create_clock -name clk0 -period $clk_period [get_ports {clk}]

set non_clock_inputs [all_inputs -no_clocks]
set_input_delay [expr $clk_period * $clk_io_pct] -clock clk0 $non_clock_inputs
set_output_delay [expr $clk_period * $clk_io_pct] -clock clk0 [all_outputs]
==> metrics.yaml <==
portBuffers: 2
syn_to_final_growth_pct: 83.18
tightest_slew_ns: 0.1303
yosysWarnings: 1
antenna_left: 0
end_kind: "output pin"
fp.dieH_um: 80
drv_slew: 0
cp_num_buf_inv: 1
drc: 0
hold_depth: 1
gp_congestion: 0.6195
synth-cells-yosys: 10
critical-path-top-delay-family: "flip-flops"
drtIter0Drc: 12
start_kind: "register"
setup-tns-final_ns: 0
reg2reg_to: "counter[2]$_SDFF_PN0_"
p_total_w: 0.0003963
clock-sinks: 4
min_path_type: "reg -> reg"
grt_overflow_total: 0
ys_chip_area_um2: 133.9
slowest_delay_ns: 0.31
rrSetupSlack_ns: 0.03
cts_tree: "built"
postCtsSetupRepairBufs: 0
chipArea_um2: 6400
fp-utilization_pct: 3.919
crit_arrival_ns: 0.77
viasPerCell: 1.387
critPathRequiredTime_ns: 0.80
antenna_found_initial: 0
setup_viol: 0
tool_warnings: 25
wl_per_cell_um: 4.145
leakage_nw: 0.09408
drive_gt1_share_pct: 50.00
dp_cells: 59
instances_no_fill: 62
ios: 3
period_minus_slack_ns: 0.9668
fmax_mhz: 1034
core_um2: 3416
placed_cell_area_um2: 219.0
htreeDepth: 1
postSynthSeqShare_pct: 59.81
wirelength_um: 257
syn_area_um2: 133.9
finalClockPeriodUsage_pct: 96.68
grt_usage_pct: 1.020
clockBufferDepth: 2
grt_max_degree: 5
max-cap-violations: 0
synth_area_per_cell_um2: 13.39
synth.distinct_cells: 5
topCellsByArea: "dfxtp_1 60%, ha_1 19%, and2_1 9.3%"
reg2regPathDepth: 3
vdd_drop_max_uv: 249.6
numCtsBuffers: 3
critPathMaxFanout: 2
power.density_nw_per_um2: 1616
num_antenna_cells: 0
grt_pass1_wl_um: 420
drt-pass1-iter-count: 2
crit_chain: "dlygate4sd2_1"
clk-insertion-delay-late_ns: 0.23
utilization_pct: 7.179
fin_area_um2: 245.2
r2r-start: "counter[0]$_SDFF_PN0_"
nFillCells: 402
die_width_um: 80
synth_top_cell_by_area: "dfxtp_1"
critical-path-slowest-cell: "dfxtp_2"
status: "completed"
hold_violations: 0
ys_seq_elements: 4
worstSetupPathType: "reg -> out"
slew_headroom_pct: 91.29
fin_skew_ns: 0.003050
whs_endpoint: "clean$_SDFFE_PN0N_"
vias: 86
grt_pass1_vias: 91
clockRootBuffer: "clkbuf_4"
rows: 21
synth_top_area_share_pct: 59.81
synth_cells: 10
cts.reportedPaths.clkPinSlew_ns: 0.04
hold_start: "clean$_SDFFE_PN0N_"
[sequential cells by signal, summed over array words and instances (netlist names)]
register,flops
counter,3
clean,1
[where the power goes]
group          switching [W]  leakage, nW  internal, W
logic             0.00000812       0.0467    0.0000158
registers         0.00000392       0.0336     0.000171
clock network      0.0000631       0.0138     0.000134
[cell usage after synthesis]
cell,instances
nor2b_2,1
and2_1,2
o21a_1,1
dfxtp_1,4
ha_1,2
[metal layers]
| metal | vias to the layer above | routed length [µm] | track usage (%) |
|---|---|---|---|
| met5 | - | 0 | 0 |
| met4 | 0 | 0 | 0.3521 |
| met3 | 0 | 80 | 2.273 |
| met2 | 6 | 64 | 0.5618 |
| met1 | 34 | 112 | 1.000 |
| li1 | 46 | - | - |
[cell usage in the layout (no fill, tap or decap), drive strengths merged]
master,n
clkdlybuf4s50,1
nor2b,1
dlygate4sd2,1
ha,2
and2,2
dfxtp,4
clkbuf,3
buf,1
o21a,1
[how the worst max path moves through the flow]
stage	startpoint	cells after the start	endpoint	slack [ns]
6_report	clean$_SDFFE_PN0N_	1	clean	0.03
5_1_grt	counter[0]$_SDFF_PN0_	3	counter[2]$_SDFF_PN0_	-0.01
4_1_cts	counter[0]$_SDFF_PN0_	3	counter[2]$_SDFF_PN0_	0.004
[repair_timing]
item / in CTS / in global routing
endpoints found under the setup margin: 2 / 1
pin swaps: 0 / 2
gates resized: 3 / 1
hold buffers: 0 / 0
[through the flow]
| step | setup slack (ns) | hold WS, ns |
|---|---|---|
| 2_1_floorplan | 0.007969 | 0.3175 |
| 6_report | 0.03324 | 0.4539 |
| 5_1_grt | -0.01155 | 0.4722 |
| 4_1_cts | 0.003841 | 0.4526 |
| 3_5_place_dp | -0.01550 | 0.4567 |
| 3_3_place_gp | 0.007525 | 0.4487 |
[cell families (layout without fill, tap and decap cells)]
logic type	after synthesis	count (layout)	share of synthesized area (%)
flops	4	4	59.82
simple gates	3	3	15.89
fa+ha+maj	2	2	18.69
compound gates	1	1	5.610
buf+inv	0	6	0
[area by class of cell]
cell class	count	area, µm²	share of cell area [%]
flip-flops and latches	4	82.58	33.67
well taps	46	57.56	23.47
multi-input cells	6	56.30	22.96
repair buffers	3	26.28	10.71
clock buffers	3	22.52	9.184
No activity file was given, so power comes from the tool's default toggle rates.
